`/design/flow/design.v`:
```
`timescale 1ns / 1ps
	module vending_machine(CARD_IN,VALID_TRAN,ITEM_CODE,KEY_PRESS,DOOR_OPEN,RELOAD,CLK,RESET,
	VEND,INVALID_SEL,FAILED_TRAN,COST
		 );
		input CARD_IN,VALID_TRAN,KEY_PRESS,DOOR_OPEN,RELOAD,CLK,RESET;
		input [3:0] ITEM_CODE;
		output reg VEND,INVALID_SEL,FAILED_TRAN;
		output reg [2:0] COST;
		reg [3:0] current_state,next_state;
		reg valid;
		reg [3:0] item_counter [19:0];  
		reg [2:0] KEY_PRESS_counter,valid_counter,door_counter;  
		reg [3:0] key1_temp, key2_temp;  
		reg decrement_counter;  
		parameter idle=4'b0000,reloading=4'b0001,trans=4'b0010,read_key1=4'b0011,wait_key2=4'b0100;
		parameter read_key2=4'b0101,check_code=4'b0110,wait_trans=4'b0111,vending=4'b1000,check_door=4'b1001;
	always @ (posedge CLK)
	begin
		if (RESET)
		current_state<=idle;
		else
		current_state<=next_state;
	end
	always @ (current_state or CARD_IN or VALID_TRAN or ITEM_CODE or KEY_PRESS or DOOR_OPEN or RELOAD or KEY_PRESS_counter or valid_counter or door_counter or valid)
	begin
		next_state<=idle;
		case(current_state)
		idle: begin
		if (CARD_IN==1 && RELOAD==0) next_state<=trans;
			else if (RELOAD==1) next_state<=reloading;
		end
		reloading: begin
		if (RELOAD==1) next_state<=reloading;
			else next_state<=idle;
		end
		trans:begin
		if (KEY_PRESS_counter==0) next_state<=idle;
			else if (KEY_PRESS_counter>0 && KEY_PRESS==0) next_state<=trans;
			else if (KEY_PRESS==1) next_state<=read_key1;
		end
		read_key1:begin
		key1_temp<=ITEM_CODE;
		if (KEY_PRESS==1) next_state<=read_key1;
			else  next_state<=wait_key2;
		end
		wait_key2: begin
		if (KEY_PRESS_counter>0 && KEY_PRESS==0) next_state<=wait_key2;
			else if (KEY_PRESS_counter==0) next_state<=idle;
			else if (KEY_PRESS_counter>0 && KEY_PRESS==1) next_state<=read_key2;
		end
		read_key2: begin
		key2_temp<=ITEM_CODE;
		if (KEY_PRESS==1) next_state<=read_key2;
			else next_state<=check_code;
		end
		check_code:begin
		if (valid==0) next_state<=idle;
			else  next_state<=wait_trans;
		end
		wait_trans:begin
		if (valid_counter>0 && VALID_TRAN==0) next_state<=wait_trans;
			else if (valid_counter==0 && VALID_TRAN==0) next_state<=idle;
			else if(valid_counter>0 && VALID_TRAN==1) begin next_state<=vending; decrement_counter<=1; end  
		end
		vending:begin
		decrement_counter<=0;
		if (door_counter==0 && DOOR_OPEN==0)  next_state<=idle;
			else if (door_counter>0 && DOOR_OPEN==0) next_state<=vending;
			else if (door_counter>0 && DOOR_OPEN==1)  next_state<=check_door;
		end
		check_door:begin
		if (DOOR_OPEN==1)  next_state<=check_door;
		else  next_state<=idle;
		end
		endcase
	end
	always @ (key1_temp or key2_temp)
	begin
	if ((key1_temp==0 || key1_temp==1) && (key2_temp>=0 && key2_temp<=9)) 
	begin
		if (key1_temp==0 && key2_temp==0) if  (item_counter[0]>0) valid<=1; else valid<=0;
		else if(key1_temp==0 && key2_temp==1)  if  (item_counter[1]>0) valid<=1; else valid<=0;
		else if(key1_temp==0 && key2_temp==2)  if  (item_counter[2]>0) valid<=1; else valid<=0;
		else if(key1_temp==0 && key2_temp==3)  if  (item_counter[3]>0) valid<=1; else valid<=0;
		else if(key1_temp==0 && key2_temp==4)  if  (item_counter[4]>0) valid<=1; else valid<=0;
		else if(key1_temp==0 && key2_temp==5)  if  (item_counter[5]>0) valid<=1; else valid<=0;
		else if(key1_temp==0 && key2_temp==6)  if  (item_counter[6]>0) valid<=1; else valid<=0;
		else if(key1_temp==0 && key2_temp==7)  if  (item_counter[7]>0) valid<=1; else valid<=0;
		else if(key1_temp==0 && key2_temp==8)  if  (item_counter[8]>0) valid<=1; else valid<=0;
		else if(key1_temp==0 && key2_temp==9)  if  (item_counter[9]>0) valid<=1; else valid<=0;
		else if(key1_temp==1 && key2_temp==0)  if  (item_counter[10]>0) valid<=1; else valid<=0;
		else if(key1_temp==1 && key2_temp==1)  if  (item_counter[11]>0) valid<=1; else valid<=0;
		else if(key1_temp==1 && key2_temp==2)  if  (item_counter[12]>0) valid<=1; else valid<=0;
		else if(key1_temp==1 && key2_temp==3)  if  (item_counter[13]>0) valid<=1; else valid<=0;
		else if(key1_temp==1 && key2_temp==4)  if  (item_counter[14]>0) valid<=1; else valid<=0;
		else if(key1_temp==1 && key2_temp==5)  if  (item_counter[15]>0) valid<=1; else valid<=0;
		else if(key1_temp==1 && key2_temp==6)  if  (item_counter[16]>0) valid<=1; else valid<=0;
		else if(key1_temp==1 && key2_temp==7)  if  (item_counter[17]>0) valid<=1; else valid<=0;
		else if(key1_temp==1 && key2_temp==8)  if  (item_counter[18]>0) valid<=1; else valid<=0;
		else if(key1_temp==1 && key2_temp==9)  if  (item_counter[19]>0) valid<=1; else valid<=0;
	end
	else
	begin
		valid<=0;
	end
	end
	always @ (posedge CLK)
	begin
	if (RESET)
	begin
		KEY_PRESS_counter<=4;
		valid_counter<=4;
		door_counter<=4;
	end
	else 
	begin
	case (current_state)
		idle: begin
		KEY_PRESS_counter<=4;
		valid_counter<=4;
		door_counter<=4;
		end
		trans:begin
		KEY_PRESS_counter<=KEY_PRESS_counter-1;  
		end
		read_key1:begin
		KEY_PRESS_counter<=4;  
		end
		wait_key2:begin
		KEY_PRESS_counter<=KEY_PRESS_counter-1;  
		end
		wait_trans: begin
		valid_counter<=valid_counter-1;  
		end
		vending: begin
		door_counter<=door_counter-1;  
		end
		endcase 
	end
	end
	always @(current_state or valid or VALID_TRAN or valid_counter or decrement_counter or KEY_PRESS_counter)
	begin
	if (RESET==1)
	begin
		VEND<=0;
		INVALID_SEL<=0;
		FAILED_TRAN<=0;
		COST<=0;
		item_counter[0]<=0;
		item_counter[1]<=0;
		item_counter[2]<=0;
		item_counter[3]<=0;
		item_counter[4]<=0;
		item_counter[5]<=0;
		item_counter[6]<=0;
		item_counter[7]<=0;
		item_counter[8]<=0;
		item_counter[9]<=0;
		item_counter[10]<=0;
		item_counter[11]<=0;
		item_counter[12]<=0;
		item_counter[13]<=0;
		item_counter[14]<=0;
		item_counter[15]<=0;
		item_counter[16]<=0;
		item_counter[17]<=0;
		item_counter[18]<=0;
		item_counter[19]<=0;
	end
	else begin
	case (current_state)
	idle:begin
		VEND<=0;
		INVALID_SEL<=0;
		FAILED_TRAN<=0;
		COST<=0;
	end
	wait_key2:begin
	if(KEY_PRESS_counter==0) INVALID_SEL<=0;
	end
	reloading: begin
		item_counter[0]<=10;
		item_counter[1]<=10;
		item_counter[2]<=10;
		item_counter[3]<=10;
		item_counter[4]<=10;
		item_counter[5]<=10;
		item_counter[6]<=10;
		item_counter[7]<=10;
		item_counter[8]<=10;
		item_counter[9]<=10;
		item_counter[10]<=10;
		item_counter[11]<=10;
		item_counter[12]<=10;
		item_counter[13]<=10;
		item_counter[14]<=10;
		item_counter[15]<=10;
		item_counter[16]<=10;
		item_counter[17]<=10;
		item_counter[18]<=10;
		item_counter[19]<=10;
	end
	check_code:begin
	if (valid==0) INVALID_SEL<=1;
	else begin
		if (key1_temp==0 && (key2_temp>=0 && key2_temp<=3)) COST<=1;  		 
		else if (key1_temp==0 && (key2_temp>=4 && key2_temp<=7)) COST<=2;  
		else if (key1_temp==0 && (key2_temp>=8 && key2_temp<=9)) COST<=3;  
		else if (key1_temp==1 && (key2_temp>=0 && key2_temp<=1)) COST<=3;  
		else if (key1_temp==1 && (key2_temp>=2 && key2_temp<=5)) COST<=4;  
		else if (key1_temp==1 && (key2_temp>=6 && key2_temp<=7)) COST<=5;  
		else if (key1_temp==1 && (key2_temp>=8 && key2_temp<=9)) COST<=6;  
	end
	end 
	wait_trans: begin
	if (VALID_TRAN==0 &&  valid_counter==0) FAILED_TRAN<=1;
	end
	vending: begin
	VEND<=1;
	if (decrement_counter==1)
	begin
		if (key1_temp==0 && key2_temp==0) item_counter[0]<=item_counter[0]-1;
		else if(key1_temp==0 && key2_temp==1) item_counter[1]<=item_counter[1]-1;
		else if(key1_temp==0 && key2_temp==2) item_counter[2]<=item_counter[2]-1;
		else if(key1_temp==0 && key2_temp==3) item_counter[3]<=item_counter[3]-1;
		else if(key1_temp==0 && key2_temp==4) item_counter[4]<=item_counter[4]-1;
		else if(key1_temp==0 && key2_temp==5) item_counter[5]<=item_counter[5]-1;
		else if(key1_temp==0 && key2_temp==6) item_counter[6]<=item_counter[6]-1;
		else if(key1_temp==0 && key2_temp==7) item_counter[7]<=item_counter[7]-1;
		else if(key1_temp==0 && key2_temp==8) item_counter[8]<=item_counter[8]-1;
		else if(key1_temp==0 && key2_temp==9) item_counter[9]<=item_counter[9]-1;
		else if(key1_temp==1 && key2_temp==0) item_counter[10]<=item_counter[10]-1;
		else if(key1_temp==1 && key2_temp==1) item_counter[11]<=item_counter[11]-1;
		else if(key1_temp==1 && key2_temp==2) item_counter[12]<=item_counter[12]-1;
		else if(key1_temp==1 && key2_temp==3) item_counter[13]<=item_counter[13]-1;
		else if(key1_temp==1 && key2_temp==4) item_counter[14]<=item_counter[14]-1;
		else if(key1_temp==1 && key2_temp==5) item_counter[15]<=item_counter[15]-1;
		else if(key1_temp==1 && key2_temp==6) item_counter[16]<=item_counter[16]-1;
		else if(key1_temp==1 && key2_temp==7) item_counter[17]<=item_counter[17]-1;
		else if(key1_temp==1 && key2_temp==8) item_counter[18]<=item_counter[18]-1;
		else if(key1_temp==1 && key2_temp==9) item_counter[19]<=item_counter[19]-1;
		end
	end
	endcase
	end
	end
	endmodule
```
`/design/flow/run.sh`:
```
#!/bin/bash
# OpenROAD 26Q1-2900-gdf79404cd8, Yosys 0.63+post, stock flow scripts
make -C /OpenROAD-flow-scripts/flow DESIGN_CONFIG=/design/flow/config.mk WORK_HOME=/design/flow/orfs finish
```
`/design/flow/constraint.sdc`:
```
current_design vending_machine

set clk_period 4.3
set clk_io_pct 0.2

create_clock -name clk0 -period $clk_period [get_ports {CLK}]

set non_clock_inputs [all_inputs -no_clocks]
set_input_delay [expr $clk_period * $clk_io_pct] -clock clk0 $non_clock_inputs
set_output_delay [expr $clk_period * $clk_io_pct] -clock clk0 [all_outputs]
```
`/design/flow/config.mk`:
```
export PLATFORM = sky130hd
export DESIGN_NAME = vending_machine
export DESIGN_NICKNAME = vending_machine
export VERILOG_FILES = /design/flow/design.v
export SDC_FILE = /design/flow/constraint.sdc
export NUM_CORES = 4
export LEC_CHECK = 1
export CORE_UTILIZATION = 50
```
==> flow_summary.yaml <==
# yosys + openroad results
global_routing:
  grt_remaining_overflow: 0
  grt_max_degree: 54
  grt_pass1_vias: 3357
  track_usage_pct: 19.6
  grt_pass1_wl_um: 15400
  antenna_found_initial: 0
clocking:
  htreeDepth: 1
  clock_latency_ns: 0.25
  cts_buffers: 3
  cts.root.buffer_cell: "clkbuf_8"
  clk_pin_slew_ns: 0.07
  cts_buffer_depth: 2
  cts.repair.resized: 0
  postCtsSetupRepairBufs: 0
  tritoncts: "built"
  postCtsHoldBufs: 0
pwr:
  p_seq_share_pct: 52.3
  p_int_uw: 340
  p_total_uw: 463
  switching_share_pct: 26.6
  leakage_uw: 0.00212
  switchingPower_uw: 123
  pwr-share-comb_pct: 21.4
  peakVddDrop_uv: 194
  power_density_mw_per_mm2: 93.9
  clockPowerShare_pct: 26.3
logic_synthesis:
  flop_cell: "dlxtn_1"
  synth-seq-cells: 115
  syn_area_per_cell_um2: 8.07
  synthCells: 581
  ys.warnings.count: 82
  ys_cells: 581
  edf_count: 0
  yosysUniqueCellTypes: 60
  async_flop_share_pct: 0
  ys_area_mm2: 0.00469
  syn-cell-area_mm2: 0.00469
sta:
  finalCriticalPeriod_ns: 1.78
  untimed_endpoints: 102
  setup_viol: 0
  hold_violations: 0
  tightest_slew_ns: 0.739
  rsz0062_at_grt: "false"
  min_period_over_period_pct: 41.3
  unclocked_regs: 96
  fmax_mhz: 563
  finalMaxSlewViolations: 0
  skew_ns: 0.00152
  max_slew_margin_pct: 50.7
  setup_tns_ns: 0
drt:
  dr_total_vias: 3609
  n_antenna_cell: 0
  wirelength_um: 8780
  drt.antenna.violating_nets: 0
  first_pass_iters: 4
  vias_per_cell: 5.28
  wl_per_cell_um: 12.8
  drt_iter0_markers: 88
  drc: 0
floorplanning:
  die_h_um: 98.8
  fp-row-count: 34
  fp.dieW_um: 98.8
  pin_count: 17
  initCoreUtil_pct: 52.7
  chipArea_mm2: 0.00977
  core_area_mm2: 0.00889
worst_setup_path:
  crit_top_cell: "o21ai_0"
  crit_path_top_delay_cell: "buf_4"
  setup.worst_path.class: "in -> reg"
  critical_path_required_ns: 4.44
  worstPathCellList: "buf_2 -> buf_4 -> a21oi_1 -> o21ai_0 -> a211oi_1 -> o21ai_0"
  arrival_ns: 1.91
  path_max_fanout: 53
  r2r_setup_slack_ns: 2.78
  setup.worst_path.end_class: "flip-flop"
  slowest_delay_ns: 0.31
  crit_path_start_kind: "input pin"
layout:
  final_cell_mix: "dlxtn_1 (88), a21oi_1 (81), nor2_1 (73)"
  layout_top_cell: "dlxtn_1"
  area_growth_pct: 5.12
  drive_above_1_share_pct: 2.95
placed_design:
  place_hpwl_um: 6690
  place.port_buffers: 16
  routabilityCongestion: 0.860
hold_path:
  hold_class: "reg -> reg"
flow_run:
  drv_cap: 0
  warnings: 46
status:
  status: "complete, no violations"
-- critical path, delay by kind of cell --
kind                   cells  cell delay, ns
AND-OR/OR-AND              4            0.55
buffers and inverters      2            0.48
-- metal layers --
metal  up-vias  track usage (%)  part of all wire, %
li1       1916                -                    -
met1      1663             30.9                   53
met2        26             32.4                   45
met3         4            0.722                  1.2
met4         0             1.61                 0.48
met5         -                0                    0
-- logic make-up after synthesis --
family | Yosys count | synth area share (%)
flops | 19 | 8.11
fa+ha+maj | 47 | 12.5
xor+xnor | 40 | 7.47
latches | 96 | 30.7
buf+inv | 86 | 7.15
mux | 2 | 0.427
simple gates | 169 | 18.6
other cells | 1 | 0.0800
compound gates | 121 | 15.0
-- cells in the mapped netlist, drive strengths merged (8+ instances only) --
library cell / instances / area share, %
clkbuf: 17 / 1.4
nor3: 29 / 3.2
buf: 11 / 1.1
nor3b: 8 / 1.3
nand2: 17 / 1.4
a21oi: 81 / 8.6
dlxtn: 88 / 28
nand2b: 8 / 1.1
inv: 58 / 4.6
nor2: 74 / 6.0
dfxtp: 19 / 8.1
o21ai: 8 / 0.85
dlxtp: 8 / 2.6
ha: 46 / 12
xnor2: 40 / 7.5
-- final timing paths --
check | start | end | cells after the start
setup reg to reg | current_state[1] | current_state[1] | 4
setup / recovery | RESET | current_state[0] | 6
hold / removal | door_counter[1] | door_counter[1] | 2
hold reg to reg | door_counter[1] | door_counter[1] | 2
-- per-stage QoR --
stage,hold slack (ns),setup slack [ns],cell area [µm²],instances,utilization (%)
floorplan,0.425,2.66,4690,581,-
global placement,0.440,2.25,4880,680,54.9
detailed placement,0.451,2.23,4880,680,54.9
CTS,0.472,2.50,4930,684,55.4
global route,0.499,2.35,4930,684,55.4
finish,0.469,2.52,4930,684,55.4
-- sequential cells by signal, indices dropped and copies added (netlist names) --
| register | cells |
|---|---|
| decrement_counter | 1 |
| VEND | 1 |
| key1_temp | 4 |
| INVALID_SEL | 1 |
| KEY_PRESS_counter | 3 |
| item_counter | 80 |
| key2_temp | 4 |
| valid_counter | 3 |
| FAILED_TRAN | 1 |
| door_counter | 3 |
| valid | 1 |
| COST | 3 |
| current_state | 10 |
-- area by class of cell --
| cell class | count | area [µm²] |
|---|---|---|
| Multi-Input combinational cell | 380 | 2530 |
| Fill cell | 827 | 3960 |
| Inverter | 58 | 218 |
| Sequential cell | 115 | 1820 |
| Clock buffer | 4 | 45.0 |
| Tap cell | 108 | 135 |
| Timing Repair Buffer | 19 | 178 |
-- power groups by stage --
stage / registers, µW / logic [µW] / clock network, µW
final: 242 / 98.9 / 122
after global routing: 244 / 113 / 128
after CTS: 242 / 101 / 126
Power is estimated from default activity; no workload was simulated.
